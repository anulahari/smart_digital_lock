===== flow/config.mk =====
export PLATFORM = sky130hd
export DESIGN_NAME = top_diglock_fpga
export DESIGN_NICKNAME = top_diglock_fpga
export VERILOG_FILES = /design/flow/design.v
export SDC_FILE = /design/flow/constraint.sdc
export NUM_CORES = 4
export LEC_CHECK = 1
export CORE_AREA = 10 10 70 70
export DIE_AREA = 0 0 80 80

===== flow/constraint.sdc =====
current_design top_diglock_fpga

set clk_period 1.4
set clk_io_pct 0.2

create_clock -name clk0 -period $clk_period [get_ports {clk}]

set non_clock_inputs [all_inputs -no_clocks]
set_input_delay [expr $clk_period * $clk_io_pct] -clock clk0 $non_clock_inputs
set_output_delay [expr $clk_period * $clk_io_pct] -clock clk0 [all_outputs]

===== flow/design.v =====
`timescale 1ns / 1ps
module top_diglock_fpga (
    input clk,       
    input rst,     
    input [7:0]pin,  
    input req_access,      
    output [2:0] LEDR  
);
    wire lock_open, alarm, deny_access;
    wire [3:0] level  = pin[7:4];
    wire [3:0] id     = pin[3:0];
    wire [3:0] stored_level = 4'b0111;
    wire [3:0] stored_id    = 4'b0111;
    wire first_four_match = (level == stored_level);
    wire last_four_match  = (id == stored_id);
    diglock u1 (
        .clk(clk),
        .rst(rst),  
        .req_access(req_access),  
        .pin(pin),
        .first_four_match(first_four_match),
        .last_four_match(last_four_match),
        .lock_open(lock_open),
        .alarm(alarm),
        .deny_access(deny_access)
    );
    assign LEDR[0] = lock_open;
    assign LEDR[2] = alarm;
    assign LEDR[1] = deny_access;
endmodule
`timescale 1ns / 1ps
module diglock (
    input wire clk, rst, 
    input wire req_access,
    input wire [7:0] pin, 
    input wire first_four_match, 
    input wire last_four_match,  
    output reg lock_open,   
    output reg alarm,        
    output reg deny_access  
);
    parameter IDLE        = 3'b000,
              CHECK_LVL   = 3'b001,
              CHECK_ID    = 3'b010,
              ACCESS_OK   = 3'b011,
              ACCESS_DENY = 3'b100,
              ALARM_STATE = 3'b101;
    reg [2:0] state;
    reg [1:0] deny_count;
   wire count_eq_3;
   always @(posedge clk or posedge rst) begin
        if (rst) begin
            state <= IDLE;
            lock_open <= 0;
            alarm <= 0;
            deny_access <= 0;
        end  
        else begin
            deny_access <= 0; 
            case (state)
                IDLE: begin
                    lock_open <= 0;
                    alarm <= 0;
                    if (req_access) begin
                        state <= CHECK_LVL;
                    end
                end
                CHECK_LVL: begin
                    if (first_four_match)
                        state <= CHECK_ID;
                    else
                        state <= ACCESS_DENY;
                end
                CHECK_ID: begin
                    if (last_four_match)
                        state <= ACCESS_OK;
                    else
                        state <= ACCESS_DENY;
                end
                ACCESS_OK: begin
                    lock_open <= 1;
                    state <= IDLE;
                end
                ACCESS_DENY: begin
                    deny_access <= 1;  
                    lock_open <= 0;
                    if (count_eq_3)
                        state <= ALARM_STATE;
                    else
                        state <= IDLE;
                end
                ALARM_STATE: begin
                    alarm <= 1;
                    lock_open <= 0;
                    state <= IDLE;
                end
            endcase
        end
    end
always @(posedge clk or posedge rst) begin
    if (rst) begin
        deny_count <= 0;
    end 
    else begin
        if (deny_access)
            deny_count <= deny_count + 1;
        else if (lock_open)  
            deny_count <= 0;
    end
end
assign count_eq_3 = (deny_count == 2);  
endmodule 

===== flow/run.sh =====
#!/bin/bash
# OpenROAD 26Q1-2900-gdf79404cd8, Yosys 0.63+post, stock flow scripts
make -C /OpenROAD-flow-scripts/flow DESIGN_CONFIG=/design/flow/config.mk WORK_HOME=/design/flow/orfs finish

==> run summary <==
Synthesis and PnR results.

- The run finished with clean final reports.
- The kind of cell adding the most delay to the critical path is flip-flops.
- The share of post-route cells with drive strength above 1 reads 13.2%.
- The mean cell area of the mapped netlist is 11.8 sq um.
- For this design the top-level I/O count stands at 14.
- The number of CTS-inserted buffers is 3.
- Clock-pin slew was measured on the worst setup and hold paths at around 0.060 ns.
- The cell at the root of the clock tree reads clkbuf_4.
- In this run the vertical extent of the chip is 80 um.
- The setup slack of the critical path after layout is 0.349 ns.
- The chip width reads 80 um.
- For this run the detailed placement stage logged an HPWL of 733 um.
- The number of setup violations in the final report is 0.
- The number of max-slew violations in the final report is 0.
- The average via count per standard cell is 3.21.
- Walking the worst path, the cells encountered are dlymetal6s2s_1.
- According to the timing report, the arrival time at the worst endpoint equals 0.77 ns.
- The finished cells cover 652 sq um.
- The synthesis warning total reads 1.
- The leakage component of the power was reported as between 0.3 and 0.4 nW.
- The global-route wire length before repair reads between 1 and 1.5 mm.
- The maximum clock path buffer count is 2.
- Max fanout on the critical path was recorded as 2.
- The first detailed-routing pass took 2 iterations.
- The global-route congestion overflow total is 0.
- The synthesis-stage register bit count is 11.
- The register-to-register setup slack reads 0.37 ns.
- The final timing report derives a shortest allowable period of 1.05 ns.
- The most area-hungry cell type in the Yosys netlist reads dfrtp_1.
- The cell row count reads 21.
- The normalized max-slew margin reads about three quarters.
- The number of cells on the worst reg-to-reg path is 4.
- By instance count after routing, the leading logic cell types are 10 x clkdlybuf4s50_1, 10 x dfrtp_1, 7 x inv_1.
- The number of buffer and inverter instances along the worst setup path reads 1.
- The type of the most critical hold path reads input port to asynchronous set/reset pin.
- The number of sinks driven by the clock tree reads 11.
- The count of inserted antenna diode cells reads 0.
- Per the timing report, the most critical flop-to-flop path originates at u1.deny_count[0]$_DFFE_PP0P_.
- Setup repair after global routing left no endpoint under its margin.
- IR analysis of the VDD net gives a maximum drop of 330 uV.
- In the post-synthesis netlist, the biggest area contributors are dfrtp_1 57%, dfstp_2 6.0%, inv_1 6.0%.
- The worst-path cell with the longest stage delay reads dfrtp_1.
- The category of the critical setup timing path reads register to output port.
- The total tool warning count reads 25.
- The total vias in the final route is between 300 and 400.
- The maximum number of pins on one net before global-route repair is 12.
- The area figure in the yosys stat output reads roughly 440 sq um.
- The initial antenna violation count is 0.
- The post-route worst hold slack reads 0.305 ns.
- Logged for this run, the post-placement worst setup slack is roughly 0.17 ns.
- The power density normalized to cell area is between 1000 and 1500 nW/um^2.
- At the pin with the least slew margin, the transition time is 0.400 ns.
- The final core area utilization reads between 10% and 20%.
- The gate count after technology mapping reads 37.
- The setup skew after layout is just over 0.004 ns.
- The startpoint of the most critical setup path is u1.deny_access$_DFF_PP0_.
- The OpenROAD report gives the critical path a required time of 1.12 ns.
- The chip area reads around 6400 sq um.
- The number of gates on the worst path with buffers counted is 1.
- The terminus of the critical flop-to-flop path is u1.deny_count[1]$_DFFE_PP0P_.
- The delay of the slowest cell on the worst path reads 0.38 ns.
- The detail route stage leaves a number of antenna-violating nets equal to 0.
- The kind of start point of the critical path reads a register.
- The routed wirelength normalized by instance count reads 8.81 um.
- The TritonCTS clock tree is built.
- The number of global-route vias before repair reads 366.
- The count of H-tree levels built during CTS is 1.
- The report counts max-capacitance violations totalling 0.
- The routability congestion estimate from global placement is ~0.67.
- The post-detailed-routing wire length is ~870 um.
- The placement stage leaves a total instance area of between 600 and 700 sq um.
- The endpoint kind of the worst setup timing path reads an output port.
- The final cycle utilization of the critical path reads 75.1%.
- The number of library cell types mapped by synthesis reads 13.
- The combined area of all synthesized cells reads 438 sq um.
- Sequential elements use a little over three fifths of the synthesized area.
- The number of cells in the yosys synthesis report is 37.
- The number of remaining DRC errors is 0.
- Per STA, the endpoint of the critical path is LEDR[1].
- The clock latency on the worst-skew pair reads 0.26 ns.
- The count of final hold-check violations is 0.
- The final layout reports a setup TNS of 0 ns.
- The area of the placeable core is 3420 sq um.
- After the first detailed-routing iteration, the DRC count stood at 7.
- The global-route total usage across every layer reads 2.87%.
- Per the run report, area growth between synthesis and finish was 48.9%.
- The number of port buffers is 13.
- The initial utilization of the core area, before any placement, comes to approximately 13%.
- Derived from the worst setup path, the maximum achievable clock frequency is roughly 950 MHz.
- The portion of synthesized cell area occupied by the leading cell type reads about 57%.
[flip-flops by register name (all words and copies together), names as in the netlist]
register / cells
u1.state: 6
u1.alarm: 1
u1.deny_count: 2
u1.lock_open: 1
u1.deny_access: 1
[through the flow]
| stage | total power, mW | cells |
|---|---|---|
| after global routing | 0.952 | 99 |
| after floorplan | 0.603 | 37 |
| final | 0.877 | 99 |
| after detailed placement | 0.687 | 93 |
| after global placement | 0.672 | 93 |
| after CTS | 0.905 | 99 |
[cell usage after synthesis, drive strengths merged]
cell	n
dfrtp	10
inv	7
nor2	5
buf	3
a22o	2
and2	2
nand4b	2
a21o	1
dfstp	1
ha	1
mux2	1
nor4	1
o221ai	1
[how the worst min path moves through the flow]
stage,startpoint,to,slack [ns],cells after the start
finish,rst,u1.deny_access$_DFF_PP0_,0.30,2
global route,rst,u1.deny_access$_DFF_PP0_,0.33,2
CTS,rst,u1.deny_access$_DFF_PP0_,0.31,2
[kinds of logic after synthesis]
group | after synthesis | share of synthesized area (%)
compound gates | 4 | 7.72
fa+ha+maj | 1 | 2.86
buf+inv | 10 | 11.1
flops | 11 | 63.1
mux | 1 | 2.57
simple gates | 10 | 12.6
[power by group]
part / internal, mW / switching [mW] / leakage [nW]
logic: 0.140 / 0.0793 / 0.180
clock network: 0.110 / 0.0896 / 0.0150
registers: 0.409 / 0.0494 / 0.145
[final cells by class]
class / count / area (sq um)
well taps: 46 / 57.6
fillers: 383 / 2760
inverters: 7 / 26.3
clock buffers: 4 / 26.3
repair buffers: 15 / 153
flip-flops and latches: 11 / 277
multi-input cells: 16 / 113
[layer usage]
| layer | GRT usage (%) | part of all wire [%] | wire (um) |
|---|---|---|---|
| met1 | 3.28 | 50 | 437 |
| met2 | 3.85 | 35 | 307 |
| met3 | 2.84 | 14 | 118 |
| met4 | 0.352 | 0.92 | 8 |
| met5 | 0 | 0 | 0 |
[timing repair]
item,4_1_cts,5_1_grt
gates resized,0,3
setup endpoints to repair,2,3
hold buffers,0,0
setup buffers,2,0
cloned,0,0
hold endpoints to repair,0,0
Power is estimated from default activity; no workload was simulated.
